`design/flow/constraint.sdc`:
```
current_design Gyro2ram

set clk_period 5.7
set clk_io_pct 0.2

create_clock -name clk0 -period $clk_period [get_ports {clk}]

set non_clock_inputs [all_inputs -no_clocks]
set_input_delay [expr $clk_period * $clk_io_pct] -clock clk0 $non_clock_inputs
set_output_delay [expr $clk_period * $clk_io_pct] -clock clk0 [all_outputs]
```
`design/flow/design.v`:
```
`timescale 1ns / 1ps
module Gyro2ram(
    input clk,
    input rst_n,
    input [15:0]Temp_Data,
    input [15:0]Gyro_Data_X,
    input [15:0]Gyro_Data_Y,
    input [15:0]Gyro_Data_Z,
    input [15:0]Mag_Data_X,
    input [15:0]Mag_Data_Y,
    input [15:0]Mag_Data_Z,
    output reg [7:0] addr,
    input [7:0]data_in,
    output reg [7:0] data_out,
    output reg wen
    );
    reg [7:0] mem [0:15];
    integer i;
    always @(*)
    begin
        wen <= 1;
    end
    always @(*)
    begin
        data_out <= mem[addr];
    end
    always @(posedge clk,negedge rst_n)
    begin
        if (!rst_n)
        begin
            addr <= 0;
        end
        else
        begin
            if (addr < 15)
                addr <= addr + 1;
            else
                addr <= 0;
        end
    end
    always @(posedge clk,negedge rst_n)
    begin
        if (!rst_n)
        begin
            for (i=0;i<=15;i=i+1)
                mem[i] <= 8'd0;
        end
        else
        begin
            if (addr >= 15)
            begin
                mem[0] <= Temp_Data[7:0];
                mem[1] <= Temp_Data[15:8];
                mem[2] <= Gyro_Data_X[7:0];
                mem[3] <= Gyro_Data_X[15:8];
                mem[4] <= Gyro_Data_Y[7:0];
                mem[5] <= Gyro_Data_Y[15:8];
                mem[6] <= Gyro_Data_Z[7:0];
                mem[7] <= Gyro_Data_Z[15:8];
                mem[8] <= Mag_Data_X[7:0];
                mem[9] <= Mag_Data_X[15:8];
                mem[10] <= Mag_Data_Y[7:0];
                mem[11] <= Mag_Data_Y[15:8];
                mem[12] <= Mag_Data_Z[7:0];
                mem[13] <= Mag_Data_Z[15:8];
                mem[14] <= 8'h00;
                mem[15] <= 8'h00;
            end
        end
    end
endmodule
```
`design/flow/config.mk`:
```
export PLATFORM = sky130hd
export DESIGN_NAME = Gyro2ram
export DESIGN_NICKNAME = Gyro2ram
export VERILOG_FILES = /design/flow/design.v
export SDC_FILE = /design/flow/constraint.sdc
export NUM_CORES = 4
export LEC_CHECK = 1
export CORE_UTILIZATION = 40
```
`design/flow/run.sh`:
```
#!/bin/bash
# OpenROAD 26Q1-2900-gdf79404cd8, Yosys 0.63+post, stock flow scripts
make -C /OpenROAD-flow-scripts/flow DESIGN_CONFIG=/design/flow/config.mk WORK_HOME=/design/flow/orfs finish
```
==> impl_metrics.env <==
# flow metrics
export IMPL_gr_total_overflow=0
export IMPL_cts_hold_buf=0
export IMPL_clock_skew_ns=0.00640
export IMPL_warning_count=36
export IMPL_startpoint_type="register"
export IMPL_reg2reg_from="addr[0]$_DFF_PN0_"
export IMPL_synth_warnings=2
export IMPL_initCoreUtil=0.411
export IMPL_num_io_pins=139
export IMPL_clk_path_buf_depth=2
export IMPL_hp_start="mem[5][2]$_DFFE_PN0P_"
export IMPL_outcome="completed"
export IMPL_syn_inst=402
export IMPL_antenna_diode_count=0
export IMPL_crit_fanout=17
export IMPL_setup_viol=0
export IMPL_final_cell_area_um2=7440
export IMPL_gp_congestion=0.775
export IMPL_hold_path_end="mem[5][2]$_DFFE_PN0P_"
export IMPL_hold_class="reg2reg"
export IMPL_required_ns=4.56
export IMPL_stdcell_count=721
export IMPL_max_slew_margin=0.462
export IMPL_hold_depth=1
export IMPL_cts_sinks=120
export IMPL_fp_dieW_um=119
export IMPL_rsz0062_at_grt="false"
export IMPL_post_route_util=0.562
export IMPL_timing_final_crit_share=0.770
export IMPL_setup_tns_ns=0
export IMPL_final_antenna_net_count=0
export IMPL_power_density_nw_per_um2=288
export IMPL_coreArea_um2=13200
export IMPL_grtUsageTotal=0.210
export IMPL_numSynthFlops=120
export IMPL_drive_gt1_frac=0.207
export IMPL_syn_area_um2=5440
export IMPL_place_inst=690
export IMPL_die_area_um2=14100
export IMPL_dr_pass1_iters=4
export IMPL_ys_seq_frac=0.552
export IMPL_r2r_setup_slack_ns=3.32
export IMPL_chipHeight_um=119
export IMPL_crit_start="addr[1]$_DFF_PN0_"
export IMPL_criticalPathCategory="reg2out"
export IMPL_vias=3737
export IMPL_ys_async_sr_fraction=1.00
export IMPL_filler_cell_count=1137
export IMPL_drt_wl_total_um=13500
export IMPL_numCtsBuffers=17
export IMPL_port_buffers=129
export IMPL_rows=42
export IMPL_flop_cell="dfrtp_1"
export IMPL_antenna_found_initial=0
export IMPL_tightest_slew_ns=0.806
export IMPL_ys_types=45
export IMPL_post_cts_buffers=0
export IMPL_cts_resized=0
export IMPL_final_common_cell="clkdlybuf4s50_1"
export IMPL_total_leakage_power_uw=0.00297
export IMPL_clock_root_buffer="clkbuf_16"
export IMPL_fmax_ghz=0.228
export IMPL_syn_to_final_growth_pct=36.8
export IMPL_cp_end_kind="output port"
export IMPL_grt_max_degree=60
export IMPL_hold_viol_final=0
export IMPL_maxCapViolations=0
export IMPL_cts_htree_levels=4
export IMPL_ys_chip_area_um2=5440
export IMPL_ys_cells=402
export IMPL_clkLatencyLatePin_ns=0.41
export IMPL_vias_per_cell=5.18
export IMPL_dp_hpwl_um=9300
export IMPL_reg2reg_depth=4
export IMPL_slew_viol_final=0
export IMPL_grt_pass1_vias=4055
export IMPL_finalCriticalPeriod_ns=4.39
export IMPL_vdd_drop_max_v=0.000221
export IMPL_synth_edff_count=0
export IMPL_r2r_end="mem[6][1]$_DFFE_PN0P_"
export IMPL_first_iter_violations=252
export IMPL_arrival_ns=3.25
export IMPL_placed_cell_area_um2=6880
export IMPL_mostFrequentLayoutCells="clkdlybuf4s50_1 (128), dfrtp_1 (120), mux2_2 (71)"
export IMPL_drc=0
export IMPL_grt_pass1_wl_um=21700
export IMPL_routedWlPerCell_um=18.8
export IMPL_cts_tree="built"
export IMPL_syn_area_per_cell_um2=13.5
export IMPL_path_clk_slew_ns=0.05
==> worst max path at each step <==
stage	slack, ns	depth (start not counted)	to
finish	1.31	8	data_out[1]
global route	1.15	8	data_out[1]
CTS	1.33	8	data_out[1]
==> state kept, by name, indices dropped and copies added (netlist names) <==
name / cells
mem: 112
addr: 8
==> Yosys cell counts, types with 2 or more instances <==
cell / n / share of area
a21oi_1: 5 / 0.0046
a221oi_1: 8 / 0.013
a222oi_1: 4 / 0.0074
a22o_1: 5 / 0.0080
a22oi_1: 13 / 0.018
a31oi_1: 3 / 0.0034
a32o_1: 2 / 0.0037
a32oi_1: 2 / 0.0032
a41oi_1: 2 / 0.0032
and2_1: 3 / 0.0034
and3_1: 2 / 0.0023
buf_2: 12 / 0.011
buf_4: 6 / 0.0083
clkbuf_1: 11 / 0.0076
conb_1: 2 / 0.0014
dfrtp_1: 120 / 0.55
ha_1: 4 / 0.0092
inv_1: 7 / 0.0048
mux2_1: 47 / 0.097
mux2_2: 71 / 0.15
mux2i_1: 8 / 0.015
nand2_1: 8 / 0.0055
nand2b_1: 4 / 0.0046
nand3_1: 7 / 0.0064
nor2_1: 8 / 0.0055
nor2b_1: 4 / 0.0046
nor3_1: 3 / 0.0028
o21ai_0: 6 / 0.0055
o22a_1: 4 / 0.0064
o22ai_1: 2 / 0.0023
o2bb2ai_1: 3 / 0.0048
o32a_1: 2 / 0.0037
xnor2_1: 2 / 0.0032
==> critical path, stage by stage, from the launching register on <==
cell	delay, ns
dfrtp_1	0.43
inv_1	0.10
ha_1	0.34
buf_4	0.33
nor3_1	0.09
nand2_1	0.48
nand3_1	0.24
o32a_1	0.39
clkdlybuf4s50_1	0.43
==> logic make-up after synthesis <==
group	share of synthesized area
AND-OR/OR-AND	0.102
XOR/XNOR	0.00322
adder cells (fa/ha/maj)	0.00920
buffers and inverters	0.0338
flip-flops	0.552
multiplexers	0.259
other	0.00138
AND/OR/NAND/NOR	0.0398
==> area by class of cell <==
type / instances / area, um^2 / share of cell area
sequential: 120 / 3000 / 0.403
tap: 176 / 220 / 0.0296
inverter: 7 / 26.3 / 0.00353
clock inverter: 10 / 103 / 0.0138
timing repair buffer: 139 / 1360 / 0.183
multi-input combinational: 248 / 2270 / 0.304
clock buffer: 21 / 460 / 0.0619
==> per-stage QoR <==
| stage | total power [uW] | hold WS, ns | setup WS (ns) |
|---|---|---|---|
| floorplan | 1010 | 0.456 | 2.86 |
| global placement | 1140 | 0.471 | 1.77 |
| detailed placement | 1150 | 0.482 | 1.78 |
| CTS | 2170 | 0.493 | 1.33 |
| global route | 2230 | 0.504 | 1.15 |
| finish | 2140 | 0.489 | 1.31 |
==> layer usage <==
layer,track usage,vias to the layer above,share of wire
met4,0.0174,0,0.0059
met5,0,-,0
li1,-,1756,-
met1,0.332,1862,0.47
met3,0.0556,6,0.066
met2,0.316,113,0.46
==> power by group <==
group / switching [uW] / internal (uW) / leakage, uW / total [uW]
Sequential: 26.7 / 906 / 0.00141 / 933
Combinational: 67.2 / 129 / 0.00128 / 196
Clock: 356 / 657 / 0.000282 / 1010
Total: 450 / 1690 / 0.00297 / 2140
Power figures rest on the tool's default switching activity, not on a simulated workload.
