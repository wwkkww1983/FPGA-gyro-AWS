===== /design/flow/run.sh =====
#!/bin/bash
# OpenROAD 26Q1-2900-gdf79404cd8, Yosys 0.63+post, stock flow scripts
make -C /OpenROAD-flow-scripts/flow DESIGN_CONFIG=/design/flow/config.mk WORK_HOME=/design/flow/orfs finish

===== /design/flow/config.mk =====
export PLATFORM = sky130hd
export DESIGN_NAME = qspi_slave
export DESIGN_NICKNAME = qspi_slave
export VERILOG_FILES = /design/flow/design.v
export SDC_FILE = /design/flow/constraint.sdc
export NUM_CORES = 4
export LEC_CHECK = 1
export CORE_UTILIZATION = 30

===== /design/flow/constraint.sdc =====
current_design qspi_slave

set clk_period 8.2
set clk_io_pct 0.2

create_clock -name clk0 -period $clk_period [get_ports {I_qspi_clk}]

set non_clock_inputs [all_inputs -no_clocks]
set_input_delay [expr $clk_period * $clk_io_pct] -clock clk0 $non_clock_inputs
set_output_delay [expr $clk_period * $clk_io_pct] -clock clk0 [all_outputs]

===== /design/flow/design.v =====
`timescale 1ns / 1ps
module qspi_slave
#(
parameter   data_width    =   8               ,
parameter   addr_width    =   32              ,
parameter   dummy         =   4 
)
(
input                                  I_qspi_clk          , 
input                                  I_qspi_cs           ,
inout                                  IO_qspi_io0         , 
inout                                  IO_qspi_io1         , 
inout                                  IO_qspi_io2         , 
inout                                  IO_qspi_io3         , 
output        [addr_width-1:0]         o_addr              ,
output        [data_width-1:0]         o_data              ,
input         [data_width-1:0]         i_data              ,
output                                 o_valid             
);
localparam   INS_QWrite_Quad   =   8'b00110010  ;  
localparam   INS_FRead_Quad    =   8'b01101011  ;  
reg         [addr_width-1:0]         R_o_addr           ;
reg         [data_width-1:0]         R_o_data           ;
reg                                  R_o_valid          ;  
assign o_addr  = R_o_addr;
assign o_data  = {R_o_data[7:4],IO_qspi_io3,IO_qspi_io2,IO_qspi_io1,IO_qspi_io0};
assign o_valid = R_o_valid;
reg         R_qspi_io0          ;
reg         R_qspi_io1          ;
reg         R_qspi_io2          ;
reg         R_qspi_io3          ;          
reg         R_qspi_io0_out_en   ;
reg         R_qspi_io1_out_en   ;
reg         R_qspi_io2_out_en   ;
reg         R_qspi_io3_out_en   ;
assign IO_qspi_io0     =   R_qspi_io0_out_en ? R_qspi_io0 :1'bz;                
assign IO_qspi_io1     =   R_qspi_io1_out_en ? R_qspi_io1 :1'bz;                
assign IO_qspi_io2     =   R_qspi_io2_out_en ? R_qspi_io2 :1'bz ;                
assign IO_qspi_io3     =   R_qspi_io3_out_en ? R_qspi_io3 :1'bz ;
reg     [7:0]   count;
always @(posedge I_qspi_clk or posedge I_qspi_cs)
begin
    if (I_qspi_cs) begin
        count <= 0;
    end
    else 
    begin
        count <= count + 1;
    end
end
reg [7:0] R_INS;
always @(posedge I_qspi_clk or posedge I_qspi_cs)
begin
    if (I_qspi_cs) begin
        R_INS <= 0;
    end
    else 
    begin
        if (count < 8) 
        begin
            R_INS[7-count] <= IO_qspi_io0;
        end
    end
end
always @(posedge I_qspi_clk or posedge I_qspi_cs)
begin
    if (I_qspi_cs) begin
        R_qspi_io0_out_en <= 0;
        R_qspi_io1_out_en <= 0;
        R_qspi_io2_out_en <= 0;
        R_qspi_io3_out_en <= 0;
    end
    else 
    begin
        if ((R_INS == INS_FRead_Quad )&&(count >= 19 ))
        begin
        R_qspi_io0_out_en <= 1;
        R_qspi_io1_out_en <= 1;
        R_qspi_io2_out_en <= 1;
        R_qspi_io3_out_en <= 1;
        end
        else
        begin
        R_qspi_io0_out_en <= 0;
        R_qspi_io1_out_en <= 0;
        R_qspi_io2_out_en <= 0;
        R_qspi_io3_out_en <= 0;
        end
    end
end
reg [addr_width-1:0] addr;
always @(posedge I_qspi_clk or posedge I_qspi_cs)
begin
    if (I_qspi_cs) 
        addr <= 0;
    else 
    begin 
        if ((count >= 8 )&&(count <= 15 ))
        begin
            addr[31:28] <= addr[27:24];
            addr[27:24] <= addr[24:20];
            addr[23:20] <= addr[19:16];
            addr[19:16] <= addr[15:12];
            addr[15:12] <= addr[11:8];
            addr[11:8]  <= addr[7:4];
            addr[7:4]   <= addr[3:0];
            addr[3:0]   <= {IO_qspi_io3,IO_qspi_io2,IO_qspi_io1,IO_qspi_io0};
        end
    end
end
reg addr_add;
always @(posedge I_qspi_clk or posedge I_qspi_cs)
begin
    if (I_qspi_cs) 
        addr_add <= 0;
    else 
    begin 
        if ((R_INS == INS_FRead_Quad )&&(count >= 17 ))
            addr_add <= !addr_add;
        else if ((R_INS == INS_QWrite_Quad )&&(count >= 20 ))
            addr_add <= !addr_add;
        else
            addr_add <= 0;
    end
end
always @(posedge I_qspi_clk or posedge I_qspi_cs)
begin
    if (I_qspi_cs) 
        R_o_addr <= 0;
    else 
    begin 
        if (count == 15 )
            R_o_addr <= {addr[27:0],IO_qspi_io3,IO_qspi_io2,IO_qspi_io1,IO_qspi_io0};
        else if ((count >= 18 )&&(addr_add))
            R_o_addr <= R_o_addr + 1;
    end
end
reg Write_HL;  
always @(posedge I_qspi_clk or posedge I_qspi_cs)
begin
    if (I_qspi_cs) 
        Write_HL <= 0;
    else 
    begin 
        if ((R_INS == INS_QWrite_Quad )&&(count >= 20 ))
            Write_HL <= !Write_HL;
        else
            Write_HL <= 0;
    end
end
always @(negedge I_qspi_clk or posedge I_qspi_cs)
begin
    if (I_qspi_cs ) 
        R_o_valid <= 0;
    else 
    begin 
        if ((R_INS == INS_QWrite_Quad )&&(count >= 21 ))
            R_o_valid <= !R_o_valid;
        else
            R_o_valid <= 0; 
    end
end
always @(posedge I_qspi_clk or posedge I_qspi_cs)
begin
    if (I_qspi_cs) 
        R_o_data[7:0] <= 0;
    else 
    begin 
        if ((R_INS == INS_QWrite_Quad )&&(count >= 20 ))
        begin
            if (Write_HL)
                R_o_data[3:0] <= {IO_qspi_io3,IO_qspi_io2,IO_qspi_io1,IO_qspi_io0} ;
            else
                R_o_data[7:4] <= {IO_qspi_io3,IO_qspi_io2,IO_qspi_io1,IO_qspi_io0} ;
        end
        else
            R_o_data[7:0] <= 0;
    end
end
reg Read_HL;  
always @(posedge I_qspi_clk or posedge I_qspi_cs)
begin
    if (I_qspi_cs) 
    begin
        Read_HL <= 0;
    end
    else 
    begin 
        if ((R_INS == INS_FRead_Quad )&&(count >= 19 ))
            Read_HL <= !Read_HL;
        else
            Read_HL <= 0;
    end
end
always @(posedge I_qspi_clk or posedge I_qspi_cs)
begin
    if (I_qspi_cs) 
    begin
        R_qspi_io0 <= 0;
        R_qspi_io1 <= 0;
        R_qspi_io2 <= 0;
        R_qspi_io3 <= 0;
    end
    else 
    begin 
        if ((R_INS == INS_FRead_Quad )&&(count >= 19 ))
            if (Read_HL)
            begin
                R_qspi_io0 <= i_data[0];
                R_qspi_io1 <= i_data[1];
                R_qspi_io2 <= i_data[2];
                R_qspi_io3 <= i_data[3];
            end
            else
            begin
                R_qspi_io0 <= i_data[4];
                R_qspi_io1 <= i_data[5];
                R_qspi_io2 <= i_data[6];
                R_qspi_io3 <= i_data[7];
            end
        else
        begin
            R_qspi_io0 <= 0;
            R_qspi_io1 <= 0;
            R_qspi_io2 <= 0;
            R_qspi_io3 <= 0;
        end
    end
end
endmodule

==> ci_impl_report.md <==
## Implementation flow summary

| Metric | Value |
|---|---|
| Yosys warnings | 5 |
| Commonest flop | dfrtp_1 |
| Clock tree buffer depth | 2 |
| Yosys stat cell total | 462 |
| Tool error | [error] [KeplerFormal.cpp:679] Workflow failed: Iso has multiple drivers: .IO_qspi_io00, IO_qspi_io0$_DFF_PP0_.Q0 |
| Num ports | 55 |
| PortBufs | 50 |
| Die height | 130 µm |
| EDFF count, synth | 0 |
| Resize count post-CTS | 0 |
| Root buf cell | clkbuf_16 |
| Last stage | clock tree synthesis (4_1_cts) |
| Mapped Area | 4920 µm² |
| Post-synth regs | 88 |
| Asr flop ratio synth | 1.00 |
| Setup bufs post-CTS | 0 |
| Placed Cells | 708 |
| Hold buffer count at cts | 0 |
| # H-tree levels | 3 |
| Mean post-synth cell area | 10.6 µm² |
| CTS sink count | 88 |
| Distinct cell type count after synthesis | 69 |
| Chip width | 130 µm |
| Num rows | 46 |
| Seq/Total Area, Yosys | 0.448 |
| Gpl congestion | 0.848 |
| Yosys chip area | 4920 µm² |
| CTS buffer count | 9 |
| Cell count after synthesis | 462 |
| Placed cell areas | 5580 µm² |
| Detailed placer's ending HPWL | 7850 µm |
| Status | stopped before the end |
| FP Util | 0.308 |
-- synthesized netlist by cell type, drive strengths merged, types with 4 or more instances --
cell | number | area share
dfrtp | 87 | 0.44
nor4bb | 5 | 0.010
mux2i | 9 | 0.018
o211ai | 6 | 0.010
nor3 | 18 | 0.024
nor4b | 4 | 0.0084
inv | 19 | 0.015
or4 | 9 | 0.015
a21o | 5 | 0.0076
o311ai | 6 | 0.011
buf | 20 | 0.027
clkbuf | 6 | 0.0046
a22oi | 6 | 0.011
nor4 | 9 | 0.015
mux2 | 36 | 0.082
nand4 | 14 | 0.018
nor2 | 25 | 0.023
o211a | 4 | 0.0097
xor2 | 5 | 0.0089
and3 | 4 | 0.0051
nand3 | 25 | 0.025
or2 | 6 | 0.0076
o21ai | 16 | 0.020
ha | 18 | 0.046
xnor2 | 10 | 0.018
nand2 | 40 | 0.031
a221o | 8 | 0.016
nand3b | 4 | 0.0061
a21oi | 9 | 0.013
-- cell families after synthesis --
group / synth area share
AOI/OAI and AO/OA: 0.130
and+or+nand+nor: 0.203
xor gates and xnor gates: 0.0267
DFF: 0.448
buffers and inverters: 0.0458
muxes: 0.101
adders and majority gates: 0.0458
-- metrics by stage --
stage / power (mW) / setup WS (ns)
2_1_floorplan: 0.538 / 0.302
3_5_place_dp: 0.600 / 1.57
3_3_place_gp: 0.598 / 1.57
Power and IR drop assume default switching activity.
