==> flow/design.v <==
`timescale 1ns / 1ps
module Driver_IIC(
    input clk, 
    input Rst,
    input   [7:0]Addr,
    input   [15:0]Reg_Addr,
    input   [7:0]Data,
    input   IIC_Write,
    input   IIC_Read,
    output  reg[7:0]IIC_Read_Data=0,
    output  IIC_Busy,
    input Reg_2Addr,         
    output  IIC_SCL,
    input   IIC_SDA_In,
    output reg SDA_Dir=0,    
    output reg SDA_Out=0     
    );
    parameter  SCL_SUM = 13'd1000;
    reg  [13:0]     scl_cnt=0;
    always @ (posedge clk or negedge Rst)
    begin
        if(Rst == 1'b0)
            scl_cnt <= 13'd0;
        else if(scl_cnt < (SCL_SUM - 1))
            scl_cnt <= scl_cnt + 1;
        else
            scl_cnt <= 13'd0;
    end 
    assign  IIC_SCL = Rst&(scl_cnt <= (SCL_SUM >> 1)-1);                    
    wire    scl_hs = (scl_cnt == 13'd0);                                   
    wire    scl_hc = (scl_cnt == ((SCL_SUM >> 1)-(SCL_SUM >> 2))-1);       
    wire    scl_ls = (scl_cnt == (SCL_SUM >> 1)-1);                        
    wire    scl_lc = (scl_cnt == ((SCL_SUM >> 1)+(SCL_SUM >> 2))-1);       
    reg     iicwr_req=0;                                             
    reg     iicrd_req=0;                                             
    reg     [2:0]   bcnt=0;
    wire    [7:0]   slave_addr_w = Addr;                             
    wire    [7:0]   slave_addr_r = Addr|8'h01;                       
    wire    [7:0]   reg_addr = Reg_Addr[7:0];                        
    wire    [7:0]   reg_H_addr=Reg_Addr[15:8];                       
    wire    [7:0]   iic_wrdb = Data;                                 
    wire            iic_wr_en = IIC_Write;                           
    wire            iic_rd_en = IIC_Read;                            
    reg     iic_wr_en_r0,iic_wr_en_r1;
    reg     iic_rd_en_r0,iic_rd_en_r1;
    reg [7:0]read_data=0;
    always @  (posedge clk or negedge Rst)
    begin
        if(Rst == 1'b0)
        begin
            iic_wr_en_r0 <= 1'b0;
            iic_wr_en_r1 <= 1'b0;
        end 
        else
        begin
            iic_wr_en_r0 <= iic_wr_en;
            iic_wr_en_r1 <= iic_wr_en_r0;
        end 
    end 
    wire    iic_wr_en_pos = (~iic_wr_en_r1 && iic_wr_en_r0);     
    always @  (posedge clk or negedge Rst)
    begin
        if(Rst == 1'b0)
        begin
            iic_rd_en_r0 <= 1'b0;
            iic_rd_en_r1 <= 1'b0;
        end 
        else
        begin
            iic_rd_en_r0 <= iic_rd_en;
            iic_rd_en_r1 <= iic_rd_en_r0;
        end 
    end 
    wire    iic_rd_en_pos = (~iic_rd_en_r1 && iic_rd_en_r0);     
    parameter       IDLE      = 5'd0, 
                    START0      = 5'd1,
                    WRSADDR0    = 5'd2,
                    ACK0        = 5'd3,
                    WRRADDR     = 5'd4,
                    ACK1        = 5'd5,
                    WRDATA      = 5'd6,
                    ACK2        = 5'd7,
                    STOP        = 5'd8,
                    START1      = 5'd9,
                    WRSADDR1    = 5'd10,
                    ACK3        = 5'd11,
                    RDDATA      = 5'd12,
                    NOACK       = 5'd13,
                    WRRADDR_H   = 5'd14,
                    ACK4        = 5'd15;
    reg [4:0]   c_state;
    reg [4:0]   n_state;
    always @ (posedge clk or negedge Rst)
    begin
        if(Rst == 1'b0)
            c_state <= IDLE;
        else
            c_state <= n_state;
    end 
    always @ (*)
    begin
        case(c_state)
            IDLE:        
            begin
                if(((iicwr_req == 1'b1)||(iicrd_req == 1'b1))&&(scl_hc == 1'b1))
                    n_state = START0;
                else
                    n_state = IDLE;
            end 
            START0:      
            begin
                if(scl_lc == 1'b1)
                    n_state = WRSADDR0;
                else
                    n_state = START0;
            end 
            WRSADDR0:    
            begin
                if((scl_lc == 1'b1)&&(bcnt == 3'd0))
                    n_state = ACK0;
                else
                    n_state = WRSADDR0;
            end 
            ACK0:        
            begin
                if(scl_lc == 1'b1)
                    begin
                        if(Reg_2Addr)
                            n_state=WRRADDR_H;
                        else
                            n_state = WRRADDR;
                    end
                else
                    n_state = ACK0;
            end 
            WRRADDR_H:     
                begin
                    if((scl_lc == 1'b1)&&(bcnt == 3'd0))
                        n_state = ACK4;
                    else
                        n_state = WRRADDR_H;
                end 
            ACK4:        
                begin
                    if(scl_lc == 1'b1)
                    begin
                        if(iicwr_req == 1'b1)
                            n_state = WRRADDR;
                        else if(iicrd_req == 1'b1)
                            n_state = START1;
                        else
                            n_state = IDLE;
                    end 
                    else
                        n_state = ACK4;
                end
            WRRADDR:     
            begin
                if((scl_lc == 1'b1)&&(bcnt == 3'd0))
                    n_state = ACK1;
                else
                    n_state = WRRADDR;
            end 
            ACK1:        
            begin
                if(scl_lc == 1'b1)
                begin
                    if(iicwr_req == 1'b1)
                        n_state = WRDATA;
                    else if(iicrd_req == 1'b1)
                        n_state = START1;
                    else
                        n_state = IDLE;
                end 
                else
                    n_state = ACK1;
            end 
            WRDATA:
            begin
                if((scl_lc == 1'b1)&&(bcnt == 3'd0))
                    n_state = ACK2;
                else
                    n_state = WRDATA;
            end 
            ACK2:    
            begin
                if(scl_lc == 1'b1)
                    n_state = STOP;
                else
                    n_state = ACK2;
            end 
            START1:
            begin
                if(scl_lc == 1'b1)
                    n_state = WRSADDR1;
                else
                    n_state = START1;
            end 
            WRSADDR1:
            begin
                if((scl_lc == 1'b1)&&(bcnt == 3'd0))
                    n_state = ACK3;
                else
                    n_state = WRSADDR1;
            end 
            ACK3:    
            begin
                if(scl_lc == 1'b1)
                    n_state = RDDATA;
                else
                    n_state = ACK3;
            end 
            RDDATA:
            begin
                if((scl_lc == 1'b1)&&(bcnt == 3'd0))
                    n_state = NOACK;
                else
                    n_state = RDDATA;
            end
            NOACK:  
            begin
                if(scl_lc == 1'b1)
                    n_state = STOP;
                else
                    n_state = NOACK;
            end 
            STOP:
            begin   
                if(scl_lc == 1'b1)
                    n_state = IDLE;
                else
                    n_state = STOP;
            end 
            default:  n_state = IDLE;  
        endcase 
    end 
    always @ (posedge clk or negedge Rst)
    begin
        if(Rst == 1'b0)
            bcnt <= 3'd0;
        else
        begin
            case (n_state)
                WRSADDR0,WRRADDR,WRRADDR_H,WRDATA,WRSADDR1:
                begin
                    if(scl_lc == 1'b1)
                        bcnt <= bcnt + 1;    
                end 
                RDDATA:
                begin
                    if(scl_hc)
                        bcnt <= bcnt + 1;
                end
                default: bcnt <= 3'd0;
            endcase 
        end 
    end 
    always @ (posedge clk or negedge Rst)
    begin
        if(Rst == 1'b0)
        begin
            SDA_Dir <= 1'b1;
            SDA_Out <= 1'b1;
        end 
        else
        begin
            case (n_state)
                IDLE:
                begin
                    SDA_Dir <= 1'b1;
                    SDA_Out <= 1'b1;
                end 
                NOACK:
                begin
                    SDA_Dir <= 1'b1;
                    SDA_Out <= 1'b0;
                end
                START0:
                begin
                    SDA_Dir <= 1'b1;
                    SDA_Out <= 1'b0;           
                end 
                START1:
                begin
                    SDA_Dir <= 1'b1;
                    if(scl_lc == 1'b1)
                        SDA_Out <= 1'b1;
                    else if(scl_hc == 1'b1)
                        SDA_Out <= 1'b0;
                end 
                WRSADDR0:
                begin
                    SDA_Dir <= 1'b1;
                    if(scl_lc == 1'b1)
                        SDA_Out <= slave_addr_w[7-bcnt];
                end 
                WRSADDR1:
                begin
                    SDA_Dir <= 1'b1;
                    if(scl_lc == 1'b1)
                        SDA_Out <= slave_addr_r[7-bcnt];
                end 
                ACK0,ACK1,ACK2,ACK3,ACK4:  SDA_Dir <= 1'b0;       
                WRRADDR_H:
                begin
                    SDA_Dir <= 1'b1;
                    if(scl_lc == 1'b1)
                        SDA_Out <= reg_H_addr[7-bcnt];
                end
                WRRADDR:
                begin
                    SDA_Dir <= 1'b1;
                    if(scl_lc == 1'b1)
                        SDA_Out <= reg_addr[7-bcnt];
                end 
                WRDATA:
                begin
                    SDA_Dir <= 1'b1;
                    if(scl_lc == 1'b1)
                        SDA_Out <= iic_wrdb[7-bcnt];
                end 
                RDDATA:
                begin
                    SDA_Dir <= 1'b0;
                    if(scl_hc&&!SDA_Dir)
                        IIC_Read_Data[7-bcnt] <= IIC_SDA_In;
                end 
                STOP:
                begin
                    SDA_Dir <= 1'b1;
                    if(scl_lc == 1'b1)
                        SDA_Out <= 1'b0;
                    else if(scl_hc == 1'b1)
                        SDA_Out <= 1'b1;
                end 
            endcase 
        end 
    end 
    wire iic_ack = (c_state == STOP) && scl_hc;  
    always @ (posedge clk or negedge Rst)
    begin
        if(Rst == 1'b0)
            iicwr_req <= 1'b0;
        else
        begin
            if(iic_wr_en_pos == 1'b1)
                iicwr_req <= 1'b1;
            else if(iic_ack == 1'b1)             
                iicwr_req <= 1'b0;    
        end 
    end 
    always @ (posedge clk or negedge Rst)
    begin
        if(Rst == 1'b0)
            iicrd_req <= 1'b0;
        else
        begin
            if(iic_rd_en_pos == 1'b1)
                iicrd_req <= 1'b1;
            else if(iic_ack == 1'b1)             
                iicrd_req <= 1'b0;    
        end 
    end 
    assign  IIC_Busy = (c_state==STOP)&&!scl_lc;
endmodule
==> flow/run.sh <==
#!/bin/bash
# OpenROAD 26Q1-2900-gdf79404cd8, Yosys 0.63+post, stock flow scripts
make -C /OpenROAD-flow-scripts/flow DESIGN_CONFIG=/design/flow/config.mk WORK_HOME=/design/flow/orfs finish
==> flow/config.mk <==
export PLATFORM = sky130hd
export DESIGN_NAME = Driver_IIC
export DESIGN_NICKNAME = Driver_IIC
export VERILOG_FILES = /design/flow/design.v
export SDC_FILE = /design/flow/constraint.sdc
export NUM_CORES = 4
export LEC_CHECK = 1
export CORE_UTILIZATION = 50
==> flow/constraint.sdc <==
current_design Driver_IIC

set clk_period 5.0
set clk_io_pct 0.2

create_clock -name clk0 -period $clk_period [get_ports {clk}]

set non_clock_inputs [all_inputs -no_clocks]
set_input_delay [expr $clk_period * $clk_io_pct] -clock clk0 $non_clock_inputs
set_output_delay [expr $clk_period * $clk_io_pct] -clock clk0 [all_outputs]
==> impl_metrics.ini <==
; generated from flow reports
[flow_run]
max_cap_viol_count = 0
tool_warnings = 31

[critical_path]
crit_required_ps = 5220
crit_start = scl_cnt[10]$_DFF_PN0_
path_max_fanout = 15
regToRegSetupSlack_ps = 1370
startpoint_type = flip-flop
rr_worst_depth = 8
arrival_ps = 3860
path_class = flip-flop to flip-flop
r2r_start = scl_cnt[10]$_DFF_PN0_
r2r-end = SDA_Out$_DFFE_PN1P_
endpoint_kind = flip-flop

[placement]
place.gp.congestion = 0.947
hpwl_um = 4660
pre_cts_slack_ps = 1230
portBuffers = 49

[power]
p_leak_nw = 1.54
max-vdd-ir-drop_v = 0.000198
powerDensity_mw_per_mm2 = 214

[detailed_routing]
dr.pass1.iters = 4
drtIter0Drc = 113
ant_nets = 0
vias = 2422
n_antenna_cell = 0
wl_um = 6490
wl_per_cell_um = 15.4
route.detailed.drc = 0
via_per_inst = 5.74

[min_path]
min_from = iic_rd_en_r0$_DFF_PN0_
min_to = iic_rd_en_r1$_DFF_PN0_
hold_class = flip-flop to flip-flop
whs_path_depth = 0

[clock_tree]
clk_latency_ps = 300
cts.sinks = 49
cts.path.max_buffers = 2
numCtsBuffers = 5
cts_tree = built
cts_resized = 0
root_buffer = clkbuf_8
clkTransAtPathRegs_ps = 100
postCtsHoldBufs = 0
cts_setup_buffers = 0
htreeDepth = 2

[sta]
drv_slew = 0
maxSlewHeadroom_pct = 40.1
post-route-period-util_pct = 72.6
rsz0062_at_grt = false
setup_slack_ps = 1370
finalHoldViolations = 0
fmax_ghz = 0.275
fin_setup_tns_ps = 0
tightest_slew_ps = 873
clock_skew_ps = 15.9
setup_violations = 0
period_needed_ps = 3630
whs_ps = 389

[finish]
drive_gt1_share_pct = 6.86
syn2layout_area_growth_pct = 23.2
layout_top_cells = 48 x clkdlybuf4s50_1, 39 x nand2_1, 38 x dfrtp_1
final_common_cell = clkdlybuf4s50_1

[logic_synthesis]
flop_cell = dfrtp_1
yosys_warnings = 1
edf_count = 8
syn_avg_cell_area_sq_um = 9.47
yosys.area.top_type = dfrtp_1
async_reset_ff_share_pct = 83.7
yosysUniqueCellTypes = 62
ys_area_sq_mm = 0.00285
synth_cells = 301
top_area_share_pct = 33.4
ys_seq_share_pct = 44.6
numSynthFlops = 49
yosys-stat-cells = 301
area_leaders = dfrtp_1 33%, edfxtp_1 8.4%, nand2_1 5.1%
netlist_area_sq_mm = 0.00285

[die]
rows = 27
fp_util_pct = 51.8
core_sq_mm = 0.00551
num_io_pins = 50
die_height_um = 77.5
die-area_sq_mm = 0.00601
die_x_um = 77.5

[global_route]
grt_max_degree = 43
grt_pass1_wl_um = 11000
grt_use_total_pct = 23.9
grt_overflow = 0
antenna_found_initial = 0
first_global_vias = 2359

[run_status]
status = finished clean
[cell families after synthesis]
logic type	count (synthesis)	synth area share, %
other cells	1	0.132
mux	15	5.71
flops	49	44.6
compound gates	66	17.2
buf+inv	24	3.77
xor+xnor	6	1.84
fa+ha+maj	9	3.95
simple gates	131	22.8
[worst max-delay path: stages (launching register included)]
cell       delay [ps]
dfrtp_1           370
or4_4             570
or4_4             690
mux2i_4           560
o21ai_1           330
nand2_2           190
a2111oi_0          90
or4_1             520
o31ai_1           240
[flip-flops by register name, summed over array words and instances, names as in the netlist, named ones only]
signal / flops
IIC_Read_Data: 8
c_state: 15
SDA_Out: 1
iic_rd_en_r1: 1
SDA_Dir: 1
scl_cnt: 14
iicrd_req: 1
iic_rd_en_r0: 1
iicwr_req: 1
iic_wr_en_r0: 1
bcnt: 3
iic_wr_en_r1: 1
[synth_stat cells (all sizes together) (4+ instances only)]
master and instances:
nand2 40, dfrtp 38, nor2 26, nand3 23
mux2i 15, o21ai 15, clkbuf 9, ha 9
inv 9, nor4 9, a21oi 8, edfxtp 8
a32o 6, a22o 5, and3 5, buf 5
a221oi 4, nor2b 4, or4 4, xor2 4
[metrics by stage]
stage / util [%] / instance area (sq um) / power (mW) / std cells
floorplan: - / 2860 / 0.426 / 304
global placement: 61.7 / 3400 / 0.465 / 414
detailed placement: 61.7 / 3400 / 0.465 / 414
CTS: 63.8 / 3510 / 0.760 / 422
global route: 63.8 / 3510 / 0.782 / 422
finish: 63.8 / 3510 / 0.751 / 422
[worst max path at each step]
stage,endpoint,slack (ps),cells after the start
after global routing,SDA_Out$_DFFE_PN1P_,1220,8
final,SDA_Out$_DFFE_PN1P_,1370,8
after CTS,SDA_Out$_DFFE_PN1P_,1360,8
[routing by layer]
| metal | share of wire (%) | routed length, um | vias to the layer above | GRT usage [%] |
|---|---|---|---|---|
| met3 | 5.9 | 384 | 9 | 4.42 |
| met2 | 42 | 2750 | 75 | 34.8 |
| met4 | 1.6 | 106 | 0 | 4.15 |
| met1 | 50 | 3260 | 1130 | 40.0 |
| met5 | 0 | 0 | - | 0 |
| li1 | - | - | 1208 | - |
[layout make-up]
type                            instances  area, sq um
Clock buffer                            7         86.3
Clock inverter                          1         30.0
Fill cell                             479         1990
Inverter                               10         37.5
Multi-Input combinational cell        231         1490
Sequential cell                        49         1270
Tap cell                               72         90.1
Timing Repair Buffer                   52          508
[report_power, final]
part | switching (mW) | total, mW | internal (mW)
clock network | 0.131 | 0.294 | 0.163
registers | 0.00131 | 0.409 | 0.408
logic | 0.0170 | 0.0476 | 0.0305
total | 0.149 | 0.751 | 0.601
Power figures rest on the tool's default switching activity, not on a simulated workload.
